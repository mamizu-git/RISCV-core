## design/flow/config.mk

```make
export PLATFORM = sky130hd
export DESIGN_NAME = reg_access
export DESIGN_NICKNAME = reg_access
export VERILOG_FILES = /design/flow/design.v
export SDC_FILE = /design/flow/constraint.sdc
export NUM_CORES = 4
export LEC_CHECK = 1
export CORE_UTILIZATION = 40
export SYNTH_HDL_FRONTEND = slang
```

## design/flow/constraint.sdc

```tcl
current_design reg_access

set clk_period 17.2
set clk_io_pct 0.2

create_clock -name clk0 -period $clk_period [get_ports {CLK}]

set non_clock_inputs [all_inputs -no_clocks]
set_input_delay [expr $clk_period * $clk_io_pct] -clock clk0 $non_clock_inputs
set_output_delay [expr $clk_period * $clk_io_pct] -clock clk0 [all_outputs]
```

## design/flow/design.v

```verilog
module reg_access (
    input  logic CLK, RST_N, 
    input  logic [4:0] rs1_addr, rs2_addr, rd_addr_ex, 
    input  logic WE_reg, WE_freg, Stall, 
    input  logic [31:0] reg_write_data, 
    output logic [31:0] rs1_data, rs2_data, frs1_data, frs2_data, inst_num
);
    logic [31:0] regfile[32];
    logic [31:0] fregfile[32];
    always_comb begin
        rs1_data  = regfile[rs1_addr];
        rs2_data  = regfile[rs2_addr];
        frs1_data = fregfile[rs1_addr];
        frs2_data = fregfile[rs2_addr];
        inst_num  = regfile[3];
    end
    always_ff @( posedge CLK or negedge RST_N ) begin
        if (RST_N == 1'b0) begin
            regfile  <= '{default : 32'd0, 2 : 32'd1016};  
            fregfile <= '{default : 32'd0};
        end else begin
            if (WE_reg && rd_addr_ex != 5'd0 && ~Stall) begin  
                regfile[rd_addr_ex] <= reg_write_data;
            end else if (WE_freg && ~Stall) begin
                fregfile[rd_addr_ex] <= reg_write_data;
            end
        end
    end
endmodule
```

## design/flow/run.sh

```bash
#!/bin/bash
# OpenROAD 26Q1-2900-gdf79404cd8, Yosys 0.63+post, stock flow scripts
make -C /OpenROAD-flow-scripts/flow DESIGN_CONFIG=/design/flow/config.mk WORK_HOME=/design/flow/orfs finish
```

==> impl_metrics.yaml <==
# generated from flow reports
setup_path:
  r2r_slack_ps: 16160
  worst_path_dominant_cell_family: "buffers and inverters"
  cp_cell_sequence: "buf_8 > buf_4 > buf_4 > buf_4 > nor2_4 > buf_4 > a22oi_1 > nand3_1 > nand4_1 > clkdlybuf4s50_1"
  crit_path_max_fanout: 30
  path_class: "input port to output port"
  cp.arrival_ps: 7790
  r2r-end: "inst_num[15]$_DFFE_PN0P_"
  r2r_cells: 1
  slowest_delay_ps: 650
  crit_path_end_kind: "output port"
  slowest_stage: "buf_4"
  start_kind: "input port"
  cp_common_cell: "buf_4"
  regToRegStartpoint: "inst_num[15]$_DFFE_PN0P_"
  worstPathRequired_ps: 13760
  path_buffers: 6
flow_run:
  tool_warnings: 38
  cap_violations: 0
grt:
  busiest_layer: "met2"
  grt_start_max_net_pins: 128
  grt_pass1_vias: 76800
  grt_antenna_before_repair: 32
  grt_util_met1_pct: 39.5
  grt_pass1_wl_um: 588000
  gr-total-overflow: 0
  grtUsageTotal_pct: 32.2
  grtUsageMet3_pct: 18.0
  use_met2_pct: 46.0
timing:
  min_period_over_period_pct: 65.3
  tightest_slew_ps: 1130
  relSlewSlack_pct: 24.4
  max_freq_ghz: 0.0891
  finalHoldViolations: 0
  rsz0062_at_grt: "false"
  fin_crit_ps: 11230
  fin_setup_tns_ps: 0
  setup-violations-final: 0
  worst_clock_skew_ps: 0
  drv_slew: 0
  holdWs_ps: 398
min_path:
  hold_path_depth: 0
  hold_path_end: "regfile[996]$_DFFE_PN0P_"
  hold_class: "register to register"
  min_from: "regfile[996]$_DFFE_PN0P_"
routing:
  vias_per_cell: 6.46
  num_vias: 73800
  drt-pass1-iter-count: 5
  drc: 0
  antenna_left: 0
  routed_wl_um: 416000
  routedWlPerCell_um: 36.4
  initialDrtViolationCount: 5254
floorplan:
  core_mm2: 0.269
  fp_util_pct: 40.3
  die_h_um: 523
  num_rows: 190
  die-area_mm2: 0.273
  dieWidth_um: 523
  io_pins: 212
placement:
  place_area_mm2: 0.114
  hpwl_um: 252000
  io_buffer_count: 211
  gp_congestion: 0.934
yosys:
  yosysWarningCount: 0
  ys_seq_share_pct: 47.3
  syn_area_per_cell_um2: 13.9
  yosysChipArea_mm2: 0.108
  yosysCellCount: 7813
  ys_seq_elements: 2048
  synthCells: 7813
  synth.distinct_cells: 41
  synth-async-reset-ratio_pct: 100
  edf_count: 0
  syn_area_mm2: 0.108
  ys.flop_type: "dfrtp_1"
final_layout:
  area_delta_synth_final_pct: 12.2
  drive_gt1_share_pct: 43.4
  fin_util_pct: 45.2
  post-route-cell-area_mm2: 0.122
clock_network:
  cts_setup_buffers: 0
  clk_latency_ps: 910
  cts_tree: "done"
  clock_path_buffers: 4
  clk_pin_slew_ps: 60
  cts_made_buffers: 225
  h-tree-depth: 4
  clock-sinks: 2048
  cts_root_buf: "clkbuf_16"
  cts_hold_buf: 0
  cts_resized: 0
pwr:
  p_leak_nw: 55.9
  ir_drop_mv: 0.0845
  powerDensity_mw_per_mm2: 103
status:
  outcome: "finished clean"
final cells by class:
| type | count | area, um2 |
|---|---|---|
| diodes | 24 | 60.1 |
| clock buffers | 341 | 6800 |
| clock inverters | 51 | 591 |
| fillers | 23200 | 147000 |
| multi-input cells | 4863 | 53900 |
| flip-flops and latches | 2048 | 51300 |
| well taps | 3552 | 4440 |
| repair buffers | 546 | 4580 |
layout by cell type, fill, tap and decap left out, types with 10 or more instances in the layout:
cell / count
mux4_2: 564
nor2_1: 15
nor2_4: 28
buf_4: 328
a22o_1: 24
clkdlybuf4s50_1: 168
a21oi_1: 64
buf_2: 36
nand4_1: 108
clkinv_2: 29
nand2_2: 33
nand2_1: 75
diode_2: 24
mux2_2: 1986
nor2b_1: 12
nor2b_4: 24
a22oi_1: 638
clkbuf_16: 229
clkbuf_8: 65
mux2_1: 30
mux2i_1: 923
a32oi_1: 10
clkbuf_1: 47
bufinv_16: 12
a31oi_1: 23
nand3_1: 228
dfrtp_1: 2041
power breakdown:
part	internal, mW	switching (mW)	total, mW
sequential	5.33	0.389	5.72
clock	2.88	2.04	4.92
combinational	0.979	0.959	1.94
total	9.19	3.39	12.6
synth_stat cells, types with 2 or more instances:
cell type	n	area share, %
mux2_1	30	0.31
clkbuf_1	451	1.6
and2_1	14	0.081
nand2b_1	9	0.052
dfstp_2	7	0.17
nor3b_1	8	0.055
a32oi_1	10	0.081
buf_4	32	0.22
nand3_1	228	1.1
a21oi_1	64	0.30
nand4_1	108	0.62
mux4_2	564	12
a211oi_1	2	0.014
nor2b_1	38	0.22
dfrtp_1	2041	47
nor3_1	6	0.028
and2_0	2	0.012
a22o_1	24	0.19
nor2_1	43	0.15
buf_1	150	0.52
or2_2	5	0.029
nand2_1	113	0.39
mux2i_1	923	8.5
a22oi_1	638	4.4
and3b_1	3	0.024
a31oi_1	23	0.13
nor2_2	6	0.035
buf_2	269	1.2
mux2_2	1986	21
and3_1	4	0.023
nand4b_1	2	0.016
per-layer routing:
| layer | part of all wire, % | routed length (um) |
|---|---|---|
| met1 | 35 | 147000 |
| met2 | 44 | 185000 |
| met3 | 14 | 57000 |
| met4 | 6.4 | 26700 |
| met5 | 0.11 | 445 |
registers in the layout (all words and copies together) (netlist names):
signal and cells:
inst_num 32, regfile 992, fregfile 1024
stage by stage:
step	cells	total power [mW]	setup WS (ps)
4_1_cts	11400	12.6	5930
3_3_place_gp	11000	7.66	5950
3_5_place_dp	11000	7.71	5930
5_1_grt	11400	13.0	5740
2_1_floorplan	7813	6.93	8680
6_report	11400	12.6	5970
worst max path at each step:
stage         cells past startpoint   startpoint  slack (ps)       endpoint
finish                           10  rs2_addr[0]        5970   frs2_data[6]
global route                     10  rs2_addr[0]        5740   frs2_data[6]
CTS                              10  rs2_addr[0]        5930  frs2_data[26]
logic make-up (layout without fill, tap and decap cells):
| group | Yosys count | count (layout) | share of synthesized area (%) |
|---|---|---|---|
| buffers and inverters | 902 | 938 | 3.54 |
| and+or+nand+nor | 597 | 597 | 2.86 |
| muxes | 3503 | 3503 | 41.2 |
| other | 0 | 24 | 0 |
| DFF | 2048 | 2048 | 47.3 |
| AOI/OAI and AO/OA | 763 | 763 | 5.15 |
Power is estimated from default activity; no workload was simulated.
