==> /design/flow/design.v <==
module UART (
    input  logic CLK, RST_N, 
    input  logic rxd, Empty, Full,
    input  logic [7:0] data_out, 
    output logic txd, RE_fifo, WE_fifo,
    output logic [7:0] data_in
);
    localparam WAIT_DIV = 43;
    typedef enum {
        s_send1,
        s_program,
        s_send2,
        s_data,
        s_wait,
        s_send3,
        s_fin
    } state_type;
    state_type state, n_state;
    logic [7:0] send_data, receive_data;
    logic Sdata_valid, Send_fin, Rdata_valid, Receive_fin;
    serial_rx #(WAIT_DIV) serial_rx_instance(.*);
    serial_tx #(WAIT_DIV) serial_tx_instance(.*);
    assign RE_fifo = ~Empty;
    assign WE_fifo = Rdata_valid;
    assign data_in = receive_data;
    always_comb begin
        n_state     = state;
        send_data   = 8'd0;
        Sdata_valid = 1'b0;
        if (state == s_send1) begin 
            if (Send_fin) begin
                n_state = s_program; 
            end
            send_data   = 8'h99;
            Sdata_valid = 1'b1;
        end else if (state == s_program) begin
            if (Receive_fin) begin
                n_state = s_send2;
            end
        end else if (state == s_send2) begin
            if (Send_fin) begin
                n_state = s_data; 
            end
            send_data   = 8'haa;
            Sdata_valid = 1'b1;            
        end else if (state == s_data) begin
            if (Receive_fin) begin
                n_state = s_wait;
            end
        end else if (state == s_wait) begin
            if (RE_fifo) begin
                n_state = s_send3; 
            end
        end else if (state == s_send3) begin
            if (Send_fin) begin
                n_state = s_fin;
            end
            send_data   = data_out;
            Sdata_valid = 1'b1;
        end
    end
    always_ff @( posedge CLK or negedge RST_N ) begin
        if (~RST_N) begin
            state <= s_send1;
        end else begin
            state <= n_state;
        end
    end
endmodule
module serial_receive #(WAIT_DIV = 434) (
    input  logic CLK, RST_N, 
    input  logic data_in, Ready,
    output logic [7:0] data_out,
    output logic Rdata_valid
);
    localparam WAIT_LEN = $clog2(WAIT_DIV);
    localparam WAIT_DIV_HALF = WAIT_DIV / 2;
    typedef enum {
        s_idle,
        s_start,
        s_receive
    } state_type; 
    state_type state, n_state;
    logic [7:0] n_data_out;
    logic [WAIT_LEN-1:0] wait_cnt, n_wait_cnt;
    logic [3:0] bit_cnt, n_bit_cnt;
    always_comb begin
        n_state    = state;
        n_data_out = data_out;
        n_wait_cnt = wait_cnt;
        n_bit_cnt  = bit_cnt;
        Rdata_valid = 1'b0;
        if (state == s_idle) begin
            if (Ready) begin
                n_state = s_start;
            end
        end else if (state == s_start) begin
            if (wait_cnt == WAIT_DIV_HALF - 1) begin
                n_state    = s_receive;
                n_wait_cnt = 0;
                n_bit_cnt  = 4'd0;
            end else begin
                n_wait_cnt = wait_cnt + 1'b1;
            end
        end else if (state == s_receive) begin
            if (wait_cnt == WAIT_DIV - 1) begin
                if (bit_cnt == 4'd8) begin
                    n_state    = s_idle;
                    n_wait_cnt = 0;
                    n_bit_cnt  = 4'd0;
                    Rdata_valid = 1'b1;
                end else begin
                    n_data_out = {data_in, data_out[7:1]};
                    n_wait_cnt = 0;
                    n_bit_cnt  = bit_cnt + 1'b1;
                end
            end else begin
                n_wait_cnt = wait_cnt + 1'b1;
            end
        end
    end
    always_ff @( posedge CLK or negedge RST_N ) begin
        if (~RST_N) begin
            state    <= s_idle;
            data_out <= 8'hff;
            wait_cnt <= 0;
            bit_cnt  <= 4'd0;
        end else begin
            state    <= n_state;
            data_out <= n_data_out;
            wait_cnt <= n_wait_cnt;
            bit_cnt  <= n_bit_cnt;
        end
    end
endmodule
module serial_rx #(WAIT_DIV = 434) (
    input  logic CLK, RST_N, 
    input  logic rxd,
    output logic Rdata_valid, Receive_fin,
    output logic [7:0] receive_data
);
    typedef enum {
        s_wait_num,
        s_receive_num,
        s_wait_inst,
        s_receive_inst,
        s_fin
    } state_type;
    state_type state, n_state;
    logic [31:0] num, n_num;
    logic [31:0] byte_cnt, n_byte_cnt;
    logic Ready;
    serial_receive #(WAIT_DIV) serial_receive_instance(.*, .data_in(sync_reg[0]), .data_out(receive_data));
    always_ff @( posedge CLK or negedge RST_N ) begin
        if (~RST_N) begin
            sync_reg <= 3'b111;
        end else begin
            sync_reg <= {rxd, sync_reg[2:1]};
        end
    end
    (* ASYNC_REG = "true" *) logic [2:0] sync_reg;
    always_comb begin
        n_state     = state;
        n_num       = num;
        n_byte_cnt  = byte_cnt;
        Ready       = 1'b0;
        Receive_fin = 1'b0;
        if (state == s_wait_num) begin
            if (sync_reg[0] == 1'b0) begin
                n_state = s_receive_num;
                Ready   = 1'b1;
            end
        end else if (state == s_receive_num) begin
            if (Rdata_valid) begin
                if (byte_cnt == 32'd3) begin
                    n_state    = s_wait_inst;
                    n_num      = {receive_data, num[31:8]};
                    n_byte_cnt = 32'd0;
                end else begin
                    n_state    = s_wait_num;
                    n_num      = {receive_data, num[31:8]};
                    n_byte_cnt = byte_cnt + 1'b1;
                end 
            end
        end else if (state == s_wait_inst) begin
            if (byte_cnt == num) begin
                n_state     = s_fin;
                Receive_fin = 1'b1;
            end else if (sync_reg[0] == 1'b0) begin
                n_state = s_receive_inst;
                Ready   = 1'b1;
            end 
        end else if (state == s_receive_inst) begin
            if (Rdata_valid) begin
                n_state    = s_wait_inst;
                n_byte_cnt = byte_cnt + 1'b1;
            end
        end else if (state == s_fin) begin
            Receive_fin = 1'b1;
        end
    end
    always_ff @( posedge CLK or negedge RST_N ) begin
        if (~RST_N) begin
            state    <= s_wait_num;
            num      <= 32'd0;
            byte_cnt <= 32'd0;
        end else begin
            state    <= n_state;
            num      <= n_num;
            byte_cnt <= n_byte_cnt;
        end
    end
endmodule
module serial_send #(WAIT_DIV = 434) (
    input  logic CLK, RST_N, 
    input  logic [7:0] data_in,
    input  logic WE,
    output logic data_out,
    output logic Busy
);
    localparam WAIT_LEN = $clog2(WAIT_DIV);
    typedef enum {
        s_idle,
        s_send
    } state_type; 
    state_type state, n_state;
    logic [9:0] data_reg, n_data_reg;
    logic [WAIT_LEN-1:0] wait_cnt, n_wait_cnt;
    logic [3:0] bit_cnt, n_bit_cnt;
    assign data_out = data_reg[0];
    always_comb begin
        Busy       = 1'b0;
        n_state    = state;
        n_data_reg = data_reg;
        n_wait_cnt = wait_cnt;
        n_bit_cnt  = bit_cnt;
        if (state == s_idle) begin
            if (WE) begin
                n_state    = s_send;
                n_data_reg = {1'b1, data_in, 1'b0};
            end
        end else if (state == s_send) begin
            Busy = 1'b1;
            if (wait_cnt == WAIT_DIV - 1) begin
                if (bit_cnt == 4'd9) begin
                    n_state    = s_idle;
                    n_wait_cnt = 0;
                    n_bit_cnt  = 4'd0;
                end else begin
                    n_data_reg = {1'b1, data_reg[9:1]};
                    n_wait_cnt = 0;
                    n_bit_cnt  = bit_cnt + 1'b1;
                end
            end else begin
                n_wait_cnt = wait_cnt + 1'b1;
            end
        end
    end
    always_ff @( posedge CLK or negedge RST_N ) begin
        if (~RST_N) begin
            state    <= s_idle;
            data_reg <= 10'h3ff;
            wait_cnt <= 0;
            bit_cnt  <= 4'd0;
        end else begin
            state    <= n_state;
            data_reg <= n_data_reg;
            wait_cnt <= n_wait_cnt;
            bit_cnt  <= n_bit_cnt;
        end
    end
endmodule
module serial_tx #(WAIT_DIV = 434) (
    input  logic CLK, RST_N, 
    input  logic [7:0] send_data,
    input  logic Sdata_valid,
    output logic txd, Send_fin
);
    typedef enum {
        s_send,
        s_wait,
        s_fin
    } state_type;
    state_type state, n_state;
    logic [3:0] byte_cnt, n_byte_cnt;
    logic WE, Busy;
    serial_send #(WAIT_DIV) serial_send_instance(.*, .data_in(send_data), .data_out(txd));
    always_comb begin
        n_state    = state;
        n_byte_cnt = byte_cnt;
        WE         = 1'b0;
        Send_fin   = 1'b0; 
        if (state == s_send) begin
            if (Sdata_valid) begin
                n_state = s_wait;
                WE      = 1'b1;
            end
        end else if (state == s_wait) begin
            if (~Busy) begin
                if (byte_cnt == 4'd0) begin
                    n_state = s_fin;
                end else begin
                    n_state = s_send;
                    n_byte_cnt = byte_cnt + 1'b1;
                end
            end
        end else if (state == s_fin) begin
            n_state  = s_send;
            Send_fin = 1'b1; 
        end
    end
    always_ff @( posedge CLK or negedge RST_N ) begin
        if (~RST_N) begin
            state    <= s_send;
            byte_cnt <= 4'd0;
        end else begin
            state    <= n_state;
            byte_cnt <= n_byte_cnt;
        end
    end
endmodule
module wrapper_uart (
    input  wire CLK, RST_N, 
    input  wire rxd, Empty, Full,
    input  wire [7:0] data_out, 
    output wire txd, RE_fifo, WE_fifo,
    output wire [7:0] data_in
);
    UART uart_instance(.CLK(CLK), .RST_N(RST_N), .rxd(rxd), .txd(txd), .Empty(Empty), .Full(Full), .data_out(data_out), 
                       .RE_fifo(RE_fifo), .WE_fifo(WE_fifo), .data_in(data_in));
endmodule
==> /design/flow/run.sh <==
#!/bin/bash
# OpenROAD 26Q1-2900-gdf79404cd8, Yosys 0.63+post, stock flow scripts
make -C /OpenROAD-flow-scripts/flow DESIGN_CONFIG=/design/flow/config.mk WORK_HOME=/design/flow/orfs finish
==> /design/flow/config.mk <==
export PLATFORM = sky130hd
export DESIGN_NAME = wrapper_uart
export DESIGN_NICKNAME = wrapper_uart
export VERILOG_FILES = /design/flow/design.v
export SDC_FILE = /design/flow/constraint.sdc
export NUM_CORES = 4
export LEC_CHECK = 1
export CORE_UTILIZATION = 50
export SYNTH_HDL_FRONTEND = slang
==> /design/flow/constraint.sdc <==
current_design wrapper_uart

set clk_period 4.9
set clk_io_pct 0.2

create_clock -name clk0 -period $clk_period [get_ports {CLK}]

set non_clock_inputs [all_inputs -no_clocks]
set_input_delay [expr $clk_period * $clk_io_pct] -clock clk0 $non_clock_inputs
set_output_delay [expr $clk_period * $clk_io_pct] -clock clk0 [all_outputs]
==> notes.md <==
run metrics: Commonest flop dfrtp_1, Hold Violations, Final 0, crit end category primary output, Clock Sink Count roughly 130, Residual DRC 0, core area ~12000 µm², total power 0.002474 W, Setup crit start kind flip-flop, Vias/cell ~5.6, port bufs 22, final critical-path required period between 3 and 4 ns, busiest grt layer met1, CP Max Fanout 7, Die Span Y roughly 110 µm, Hold Crit Endpoint uart_instance.serial_rx_instance.sync_reg[0], fraction of registers with async set or reset after synthesis approximately 100%, first-iteration detailed-routing DRC count roughly 230, Total GRT Usage a little over a fifth, Mapped Area slightly above 6000 µm², Largest cells by area dfrtp_1 42%, dfstp_2 11%, xor2_1 7.6%, Max Clock Freq 288.3 MHz, Final HPWL DP approximately 8000 µm, post-CTS setup buffer count 0, Top Ports 24, layout cells sized above 1 between 10% and 20%, Die ar. 12740 µm², post-cts repair resize count 0, vias in the first global route around 4.1k, CTS tree yes, area grow syn2layout 16.14%, cycle use final a little over two thirds, gpl congestion ~0.83, fillcell total ~950, CTS root buf clkbuf_16, P_leak between 3 and 4 nW, clk buf depth 2, Synth top area share between 40% and 50%, Mean Syn Cell Area 11.17 µm², Clock Skew around 0.012 ns, crit path kind flip-flop to primary output, RR Endpoint uart_instance.serial_rx_instance.num[2], Seq cells post-synth about 130, maximum number of pins on one net before global-route repair between 40 and 50, met3 usage ~3.6%, dominant cell type by area after synthesis dfrtp_1, TNS Setup 0 ns, pre-CTS setup slack roughly 1.9 ns, EDFF count, synth 0, WL per Instance roughly 16 µm, M1 GR Usage between 30% and 40%, Log Warnings 31, Slew HR 47.61%, final instance area roughly 7100 µm², R2R Setup Slk between 2 and 2.5 ns, maximum VDD drop between 200 and 300 µV, CP required roughly 3.9 ns, worst setup margin roughly 1.4 ns, Worst-path clk slew around 0.050 ns, Vias between 4k and 5k, Yosys Instances roughly 550, DRT Pass-1 Iters 5, worst path arrival time about 2.5 ns, GRT Residual Overflow 0, RSZ-0062 raised after global routing no, Slew Viols, Final 0, final WL between 10000 and 15000 µm, H-Tree Depth 4, pwr dens around 350 nW/µm², worst hold path stage count 0, M2 GR Usage a little under a third, Core Util at FP between 50% and 60%, outcome complete, no violations, Synth cell types roughly 62, Post-DRT Antenna Nets 0, Seq share, synth a little over half, Worst-Margin Slew 0.7793 ns, Cells after Synth around 550, Hold-fix buffers, CTS 0, TritonCTS Buffers 17, Placed Area 6481 µm², initial antenna violation count 0, YS chip area approximately 6100 µm², number of diodes 0, Late-Pin Clk Latency 0.42 ns, hold path start uart_instance.serial_rx_instance.sync_reg[1], global-route wire length before repair 20320 µm, max_cap viols 0, YS warnings 0, Die W ~110 µm, Final setup viols 0, Min-Delay Path Class flip-flop to flip-flop, Rows around 40, worst-case reg-to-reg path depth 9
## per-layer routing
metal  vias to the layer above  share of wire [%]  routed length (µm)
met4                         0                2.1                 246
met1                      2041                 51                5999
met3                        17                3.4                 399
met5                         -                  0                   0
li1                       2000                  -                   -
met2                        73                 43                5063
## worst max-delay path, cell delays in order (launching register included)
cell and delay (ns):
dfrtp_1 0.40, inv_1 0.11, ha_1 0.17, nand4b_1 0.22, or4_4 0.60, clkinv_4 0.11
clkdlybuf4s50_1 0.47
## layout by cell type, fill, tap and decap left out, types with 3 or more instances in the layout
master	count
clkinvlp_4	3
nor4_1	19
a21o_1	5
mux2_2	34
mux2_1	13
ha_1	10
inv_1	30
clkbuf_8	3
clkbuf_16	17
o21ai_0	19
xor2_1	53
xnor2_1	19
a32o_1	3
nor3_1	24
nand3_1	13
nand4_1	16
and2_1	3
nand2_1	42
buf_4	5
a21oi_1	12
clkdlybuf4s50_1	21
nor2b_1	8
or3_1	4
o22ai_1	4
dfstp_2	25
bufinv_16	5
and3_1	4
nor2_1	22
nor4_2	4
dfrtp_1	102
o211ai_1	3
## area by class of cell
| class | count | area (µm²) | area share, % |
|---|---|---|---|
| Clock buffer | 22 | 474.2 | 6.643 |
| Clock inverter | 10 | 182.7 | 2.559 |
| Inverter | 31 | 121.4 | 1.700 |
| Multi-Input combinational cell | 375 | 2719 | 38.09 |
| Sequential cell | 127 | 3209 | 44.96 |
| Tap cell | 147 | 183.9 | 2.577 |
| Timing Repair Buffer | 26 | 247.7 | 3.471 |
## worst max-delay path by stage
stage / startpoint / slack, ns / endpoint / cells after the start
CTS: flip-flop / 1.42 / WE_fifo / 6
global route: flip-flop / 1.32 / WE_fifo / 6
finish: flip-flop / 1.43 / WE_fifo / 6
## kinds of logic after synthesis
logic type	synth area share [%]
buffers and inverters	3.542
XOR/XNOR	10.26
adder cells (fa/ha/maj)	2.036
AND-OR/OR-AND	7.085
AND/OR/NAND/NOR	15.92
multiplexers	8.937
flip-flops	52.22
## through the flow
step           instances  hold slack, ns  utilization (%)
2_1_floorplan        550          0.3452                -
3_3_place_gp         706          0.3460            53.96
3_5_place_dp         706          0.3468            53.96
4_1_cts              738          0.3550            59.43
5_1_grt              738          0.3555            59.43
6_report             738          0.3546            59.43
## Yosys cell counts, types with 2 or more instances
| cell type | n |
|---|---|
| mux2_2 | 34 |
| nor4_2 | 4 |
| nor2b_1 | 8 |
| clkbuf_1 | 11 |
| buf_2 | 2 |
| xnor2_1 | 19 |
| dfstp_2 | 25 |
| buf_6 | 4 |
| a21o_1 | 5 |
| mux2i_1 | 2 |
| nand4_1 | 16 |
| nor2_1 | 22 |
| nand3b_1 | 2 |
| inv_1 | 30 |
| xor2_1 | 53 |
| or3_1 | 4 |
| or2_2 | 2 |
| nor4_1 | 19 |
| nor3_1 | 24 |
| a22oi_1 | 2 |
| a32oi_1 | 2 |
| and2_1 | 3 |
| nand3_1 | 13 |
| ha_1 | 10 |
| nor3b_1 | 2 |
| a32o_1 | 3 |
| nand2b_1 | 2 |
| o21ai_0 | 19 |
| mux2_1 | 13 |
| o22ai_1 | 4 |
| o211ai_1 | 3 |
| nand2_1 | 42 |
| and3_1 | 4 |
| a21oi_1 | 12 |
| a31oi_1 | 2 |
| dfrtp_1 | 102 |
## power breakdown
part	leakage [nW]	internal (W)	switching (W)	total, W
combinational	1.43	0.00000927	0.0000218	0.0000310
clock	0.312	0.000941	0.000448	0.00139
sequential	1.68	0.00105	0.00000103	0.00105
total	3.43	0.00200	0.000471	0.00247
Power and IR drop assume default switching activity.
