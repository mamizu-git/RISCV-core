==> flow/design.v <==
module mem_access (
    input  logic CLK, RST_N,
    input  logic RE_mem, WE_mem, Empty, Full, Flush, Stall,
    input  logic [31:0] pc, mem_addr, mem_write_data,
    input  logic [7:0] fifo_data_out,
    output logic RE_fifo, WE_fifo, Stall_mem, Flush_if, 
    output logic [31:0] inst, pc_if, read_data,
    output logic [7:0] fifo_data_in
);
    memory inst_memory_instance(.*, .read_addr(pc[26:0]), .write_addr(n_addr_in), 
                                .read_data(inst), .write_data(n_write_data), 
                                .RE(RE_inst), .WE(n_WE_inst),
                                .Request_valid(Req_valid_inst), .Request_completed(Req_comp_inst));
    memory data_memory_instance(.*, .read_addr(n_addr_in), .write_addr(n_addr_in), 
                                .read_data(n_mem_rdata), .write_data(n_write_data), 
                                .RE(n_RE_data), .WE(n_WE_data), 
                                .Request_valid(Req_valid_data), .Request_completed(Req_comp_data));
    typedef enum {
        s_idle, 
        s_ready,
        s_wait,
        s_wait_fifo
    } state_type; 
    state_type state_inst, n_state_inst, state_data, n_state_data;
    logic Req_valid_inst, Req_comp_inst, Req_valid_data, Req_comp_data;
    logic RE_inst, WE_inst, n_WE_inst, RE_data, n_RE_data, WE_data, n_WE_data;
    logic Use_fifo, Valid_fifo, n_Valid_fifo, RE_f, n_RE_f, WE_f, n_WE_f;
    logic [26:0] addr_in, n_addr_in;
    logic [31:0] mem_read_data, write_data, n_write_data, n_mem_rdata, mem_rdata;
    assign Stall_mem = (state_inst != s_ready) || (state_data != s_ready);
    always_comb begin
        n_state_inst   = state_inst;
        n_state_data   = state_data;
        Req_valid_inst = 1'b0;
        Req_valid_data = 1'b0;
        RE_fifo        = 1'b0;
        WE_fifo        = 1'b0;
        n_WE_inst      = 1'b0;
        n_RE_data      = 1'b0;
        n_WE_data      = 1'b0;
        n_Valid_fifo   = Valid_fifo;
        n_RE_f         = 1'b0;
        n_WE_f         = 1'b0;
        n_addr_in      = addr_in;
        n_write_data   = write_data;
        if (state_inst == s_idle) begin
            n_state_inst   = s_wait;
            Req_valid_inst = 1'b1; 
        end else if (state_inst == s_ready) begin
            if (~Stall) begin
                n_state_inst   = s_wait;
                Req_valid_inst = 1'b1; 
                n_WE_inst      = WE_mem && (~mem_addr[9]);
                n_addr_in      = {18'd0, mem_addr[8:0]};
                n_write_data   = mem_write_data;
            end
        end else if (state_inst == s_wait) begin
            if (Req_comp_inst) begin
                n_state_inst = s_ready;
            end else begin
                n_WE_inst = WE_inst;
            end
        end
        if (state_data == s_idle) begin
            n_state_data = s_ready;
        end else if (state_data == s_ready) begin
            if (~Stall && Use_fifo && (RE_mem || WE_mem)) begin
                n_state_data = s_wait_fifo;
                n_RE_f       = RE_mem;
                n_WE_f       = WE_mem;
                n_write_data = mem_write_data;
            end else if (~Stall && (RE_mem || WE_mem)) begin
                n_state_data   = s_wait;
                Req_valid_data = 1'b1;
                n_RE_data      = RE_mem && (mem_addr[9]);
                n_WE_data      = WE_mem && (mem_addr[9]);
                n_addr_in      = {18'd0, mem_addr[8:0]};
                n_write_data   = mem_write_data;
            end 
        end else if (state_data == s_wait) begin
            if (Req_comp_data) begin
                n_state_data = s_ready;
                n_Valid_fifo = 1'b0;
            end else begin
                n_RE_data = RE_data;
                n_WE_data = WE_data;
            end
        end else if (state_data == s_wait_fifo) begin
            if (~Empty && RE_f) begin
                n_state_data = s_ready;
                n_Valid_fifo = 1'b1;
                RE_fifo      = 1'b1;
            end else if (~Full && WE_f) begin
                n_state_data = s_ready;
                WE_fifo      = 1'b1;
            end else begin
                n_RE_f = RE_f;
                n_WE_f = WE_f;
            end
        end
    end
    assign read_data    = Valid_fifo ? {24'd0, fifo_data_out} : mem_rdata;
    assign RE_inst      = 1'b1;
    assign Use_fifo     = (mem_addr == 32'd1020);
    assign fifo_data_in = write_data[7:0];
    always_ff @( posedge CLK or negedge RST_N ) begin
        if (RST_N == 1'b0) begin
            state_inst <= s_idle;
            state_data <= s_idle;
            pc_if      <= 32'd0;
            addr_in    <= 27'd0;
            write_data <= 32'd0;
            mem_rdata  <= 32'd0;
            Flush_if   <= 1'b0;
            WE_inst    <= 1'b0;
            RE_data    <= 1'b0;
            WE_data    <= 1'b0;
            Valid_fifo <= 1'b0;
            RE_f       <= 1'b0;
            WE_f       <= 1'b0;
        end else begin
            state_inst <= n_state_inst;
            state_data <= n_state_data;
            pc_if      <= (Stall ? pc_if : pc);
            addr_in    <= n_addr_in;
            write_data <= n_write_data;
            mem_rdata  <= n_mem_rdata;
            Flush_if   <= (Stall ? Flush_if : Flush);
            WE_inst    <= n_WE_inst;
            RE_data    <= n_RE_data;
            WE_data    <= n_WE_data;
            Valid_fifo <= n_Valid_fifo;
            RE_f       <= n_RE_f;
            WE_f       <= n_WE_f;
        end
    end
endmodule
module bram_inst (
    input  logic CLK, RST_N,
    input  logic RE_bram, WE_bram,
    input  logic [26:0] read_addr, write_addr, 
    input  logic [31:0] write_data,
    output logic [31:0] read_data
);
    (* ram_style = "BLOCK" *) reg [31:0] ram [127:0];
    initial begin
        $readmemb("bootloader.mem", ram);
    end
    always_ff @ ( posedge CLK ) begin
        if (~RST_N) begin
            read_data <= 32'd0;
        end else begin
            if (RE_bram) begin
                read_data <= ram[read_addr[8:2]];
            end
            if (WE_bram) begin
                ram[write_addr[8:2]] <= write_data;
            end
        end
    end
endmodule
module memory (
    input  logic CLK, RST_N,
    input  logic Request_valid, RE, WE,
    input  logic [26:0] read_addr, write_addr, 
    input  logic [31:0] write_data,
    output logic Request_completed,
    output logic [31:0] read_data
);
    typedef enum {
        s_ready,
        s_busy
    } state_type; 
    state_type state, n_state;
    logic RE_bram, WE_bram;
    bram_inst bram_inst_instance(.*);
    always_comb begin
        n_state           = state;
        RE_bram           = 1'b0;
        WE_bram           = 1'b0;
        Request_completed = 1'b0;
        if (state == s_ready) begin
            if (Request_valid) begin
                n_state = s_busy;
                RE_bram = RE;
                WE_bram = WE;
            end
        end else if (state == s_busy) begin
            n_state           = s_ready;
            Request_completed = 1'b1;
        end
    end
    always_ff @( posedge CLK or negedge RST_N ) begin
        if (RST_N == 1'b0) begin
            state   <= s_ready;
        end else begin
            state   <= n_state;
        end
    end
endmodule
==> flow/bootloader.mem <==
00111111110000000000010010010011
00000000000001001010000110000011
00000000000001001010001000000011
00000000000001001010001010000011
00000000000001001010001100000011
00000000100000100001001000010011
00000000010000011000000110110011
00000001000000101001001010010011
00000000010100011000000110110011
00000001100000110001001100010011
00000000011000011000000110110011
00000000000000000000010000010011
00000000000001001010001000000011
00000000000001001010001010000011
00000000000001001010001100000011
00000000000001001010001110000011
00000000100000101001001010010011
00000000010100100000001000110011
00000001000000110001001100010011
00000000011000100000001000110011
00000001100000111001001110010011
00000000011100100000001000110011
00010000010001000010000000100011
00000000010001000000010000010011
11111100100000011001100011100011
00000000000000000000001000010011
00000000000000000000001010010011
00000000000000000000001100010011
00000000000000000000001110010011
00000000000000000000010000010011
00000000000000000000010010010011
00001000010000000000000001101111
00000000000000000000000000000000
00000000000000000000000000000000
00000000000000000000000000000000
00000000000000000000000000000000
00000000000000000000000000000000
00000000000000000000000000000000
00000000000000000000000000000000
00000000000000000000000000000000
00000000000000000000000000000000
00000000000000000000000000000000
00000000000000000000000000000000
00000000000000000000000000000000
00000000000000000000000000000000
00000000000000000000000000000000
00000000000000000000000000000000
00000000000000000000000000000000
00000000000000000000000000000000
00000000000000000000000000000000
00000000000000000000000000000000
00000000000000000000000000000000
00000000000000000000000000000000
00000000000000000000000000000000
00000000000000000000000000000000
00000000000000000000000000000000
00000000000000000000000000000000
00000000000000000000000000000000
00000000000000000000000000000000
00000000000000000000000000000000
00000000000000000000000000000000
00000000000000000000000000000000
00000000000000000000000000000000
00000000000000000000000000000000
00000000000000000000000000000000
00000000000000000000000000000000
00000000000000000000000000000000
00000000000000000000000000000000
00000000000000000000000000000000
00000000000000000000000000000000
00000000000000000000000000000000
00000000000000000000000000000000
00000000000000000000000000000000
00000000000000000000000000000000
00000000000000000000000000000000
00000000000000000000000000000000
00000000000000000000000000000000
00000000000000000000000000000000
00000000000000000000000000000000
00000000000000000000000000000000
00000000000000000000000000000000
00000000000000000000000000000000
00000000000000000000000000000000
00000000000000000000000000000000
00000000000000000000000000000000
00000000000000000000000000000000
00000000000000000000000000000000
00000000000000000000000000000000
00000000000000000000000000000000
00000000000000000000000000000000
00000000000000000000000000000000
00000000000000000000000000000000
00000000000000000000000000000000
00000000000000000000000000000000
00000000000000000000000000000000
00000000000000000000000000000000
00000000000000000000000000000000
00000000000000000000000000000000
00000000000000000000000000000000
00000000000000000000000000000000
00000000000000000000000000000000
00000000000000000000000000000000
00000000000000000000000000000000
00000000000000000000000000000000
00000000000000000000000000000000
00000000000000000000000000000000
00000000000000000000000000000000
00000000000000000000000000000000
00000000000000000000000000000000
00000000000000000000000000000000
00000000000000000000000000000000
00000000000000000000000000000000
00000000000000000000000000000000
00000000000000000000000000000000
00000000000000000000000000000000
00000000000000000000000000000000
00000000000000000000000000000000
00000000000000000000000000000000
00000000000000000000000000000000
00000000000000000000000000000000
00000000000000000000000000000000
00000000000000000000000000000000
00000000000000000000000000000000
00000000000000000000000000000000
00000000000000000000000000000000
00000000000000000000000000000000
00000000000000000000000000000000
00000000000000000000000000000000
==> flow/run.sh <==
#!/bin/bash
# OpenROAD 26Q1-2900-gdf79404cd8, Yosys 0.63+post, stock flow scripts
make -C /OpenROAD-flow-scripts/flow DESIGN_CONFIG=/design/flow/config.mk WORK_HOME=/design/flow/orfs finish
==> flow/config.mk <==
export PLATFORM = sky130hd
export DESIGN_NAME = mem_access
export DESIGN_NICKNAME = mem_access
export VERILOG_FILES = /design/flow/design.v
export SDC_FILE = /design/flow/constraint.sdc
export NUM_CORES = 4
export LEC_CHECK = 1
export CORE_UTILIZATION = 50
export SYNTH_HDL_FRONTEND = slang
export SYNTH_MEMORY_MAX_BITS = 65536
==> flow/constraint.sdc <==
current_design mem_access

set clk_period 67.6
set clk_io_pct 0.2

create_clock -name clk0 -period $clk_period [get_ports {CLK}]

set non_clock_inputs [all_inputs -no_clocks]
set_input_delay [expr $clk_period * $clk_io_pct] -clock clk0 $non_clock_inputs
set_output_delay [expr $clk_period * $clk_io_pct] -clock clk0 [all_outputs]
==> changes_impl.md <==
### Implementation results

- Number of cells in Yosys stat: 14600
- # IOs: 220
- Post-Route Setup TNS: 0 ns
- Slowest stage cell, crit path: clkdlybuf4s50_1
- # fillers: 44300
- Top Layout Cells: 8192 x edfxtp_1, 1344 x mux4_2, 852 x clkbuf_16, 790 x a222oi_1, 758 x buf_4
- EDFF count, synth: 8192
- Top FF cell, synth: edfxtp_1
- Clk latency late pin: 1.18 ns
- Place WS: 39.22 ns
- Hold Slack: 0.344 ns
- Pins Over Slew Limit: 0
- Critical Path Max Stage Delay: 0.50 ns
- Worst reg2reg path startpoint: state_inst[2]
- Largest net degree at the start of global routing: 110
- Post-layout util: 57.2%
- Worst-path fanout max: 4
- Postcts setup bufs: 0
- DRC violations left: 0
- Most frequent logic cell in the layout: edfxtp_1
- Outcome: complete, no violations
- Reg2reg path depth: 12
- Die X-Extent: 793 um
- Logic area: 61600 um2
- Hold Fails Final Rpt: 0
- Cell variety after synth: 93
- Worst EP required: 54.08 ns
- Iter 0 DRT Violations: 14500
- Detail Placement HPWL: 538000 um
- Setup ws final: 39.18 ns
- Chip area: 629000 um2
- H-tree depth: 6
- Clock transition at path regs: 0.06 ns
- Worst VDD drop: 0.0322 mV
- Clock sink count: 8376
- Post-route ant nets: 0
- Power per cell area: 33.3 nW/um2
- Worst slew pin tran: 1.38 ns
- Cell Area, Placed: 331000 um2
- Worst hold path type: reg -> reg
- Crit. End Element: output port
- I/O Buffers: 219
- Average routed wire per standard cell: 38.8 um
- DP Cell Count: 23000
- Post-Syn Area per Cell: 21.4 um2
- CP Depth: 4
- Crit-path leading delay family: buffers and inverters
- Fin crit period: 28.42 ns
- Met3 usage: 28.1%
- Synthesis Warnings: 0
- # resized after CTS: 0
- CTS tree: built
- Layout cell share with drive strength beyond 1: 23.5%
- Max Cap Viol: 0
- Mapped Cells: 14600
- Total power: 11.9 mW
- Setup violators final: 0
- Chip Area, Yosys: 313000 um2
- Syn-to-layout area delta: 13.9%
- Grt peak-use layer: met2
- Pre-Repair DR Iteration Count: 14
- Root buffer cell: clkbuf_16
- Tcrit/Tclk final: 42.0%
- Initial antenna violation count: 72
- Synth Register Bits: 8376
- Post-Layout Cell Count: 24600
- First-pass GRT wire length: 1320000 um
- Hold EP: mem_rdata[14]
- Tool warning count: 41
- Syn Std Cell Area: 313000 um2
- Met2 Use GR: 47.2%
- Final Cell Area: 357000 um2
- Max Freq: 0.0352 GHz
- Row cnt: 290
- Slew headroom: 6.62%
- Worst hold stages: 0
- Startpoint types: input port
- TritonCTS buffer count: 829
- Async set or reset register ratio after synthesis: 1.43%
- Register share after synthesis: 80.0%
- Leakage: 110 nW
- Reg-to-reg slack, setup: 60.37 ns
- Vias in the first global route: 173000
- Total track usage: 34.5%
- Hold Buf Count CTS: 0
- Critical-path cell list: clkdlybuf4s50_1 > nand2b_1 > nor3b_1 > clkdlybuf4s50_1
- Global route overflow: 0
- Setup CP Type: in -> out
- Met1 usage: 40.6%
- Final WL: 954000 um
- Vias per cell: 6.56
- Clk_skew: 0.0596 ns
- Storage cell area: 250000 um2
- FP Core Util: 50.2%
- Via Count: 161000
- Clock Tree Buf Depth: 4
- RSZ-0062 raised after global routing: false
- Die Span Y: 793 um
- Final GP Congestion: 0.948
- Core Region: 624000 um2
- Arrival time at the worst endpoint: 14.90 ns
- Buffers plus inverters on the worst setup path: 2
- Most used cell, CP: clkdlybuf4s50_1
how the worst max path moves through the flow:
stage	start	endpoint	slack (ns)
4_1_cts	Empty	WE_fifo	39.20
5_1_grt	Empty	WE_fifo	39.08
6_report	Empty	WE_fifo	39.18
cells in the mapped netlist (all sizes together) (27+ instances only):
cell | instances | area share, %
a21oi | 113 | 0.18
a221oi | 55 | 0.15
a222oi | 790 | 2.5
a22o | 81 | 0.23
a22oi | 599 | 1.4
a31oi | 335 | 0.67
a41oi | 27 | 0.076
and3 | 38 | 0.076
buf | 401 | 0.59
clkbuf | 554 | 0.66
dfrtp | 117 | 0.94
dfxtp | 64 | 0.41
edfxtp | 8192 | 79
mux2 | 142 | 0.51
mux2i | 158 | 0.51
mux4 | 1344 | 9.7
nand2 | 498 | 0.60
nand3 | 72 | 0.12
nand4 | 30 | 0.067
nor2 | 303 | 0.36
nor2b | 29 | 0.058
nor4 | 40 | 0.10
o211a | 35 | 0.11
o211ai | 52 | 0.12
o21ai | 131 | 0.21
o22ai | 39 | 0.078
per-layer routing:
layer,part of all wire (%),up-vias
met5,0.11,-
li1,-,65300
met3,19,2288
met2,46,12500
met4,6.5,60
met1,29,81000
report_power, final:
| part | internal [mW] | switching [mW] | leakage, nW |
|---|---|---|---|
| Clock | 2.47 | 1.91 | 12.5 |
| Sequential | 5.99 | 0.00917 | 76.3 |
| Combinational | 0.366 | 1.13 | 21.6 |
| Total | 8.83 | 3.04 | 110 |
flip-flops by register name (all words and copies together) (netlist names):
register	flops
data_memory_instance.bram_inst_instance.ram	4096
inst_memory_instance.bram_inst_instance.ram	4096
data_memory_instance.bram_inst_instance.read_data	32
inst_memory_instance.bram_inst_instance.read_data	32
mem_rdata	32
pc_if	32
write_data	32
addr_in	7
state_data	4
data_memory_instance.state	2
inst_memory_instance.state	2
state_inst	2
Flush_if	1
RE_data	1
RE_f	1
Valid_fifo	1
WE_data	1
WE_f	1
WE_inst	1
kinds of logic (layout without fill, tap and decap cells):
group / Yosys count / count (layout) / synth area share, %
buffers and inverters: 970 / 2530 / 1.27
and+or+nand+nor: 1155 / 1155 / 1.73
DFF: 8376 / 8376 / 80.0
other: 1 / 82 / 0.00120
muxes: 1644 / 1644 / 10.7
AOI/OAI and AO/OA: 2459 / 2459 / 6.36
cell type report:
cell class                 instances  area share [%]
antenna                           81          0.0568
clock buffer                    1117            6.34
clock inverter                   400           0.852
inverter                          15          0.0186
multi-input combinational       5259            17.3
sequential                      8376            70.2
tap                             8322            2.92
timing repair buffer             998            2.34
No activity file was given, so power comes from the tool's default toggle rates.
